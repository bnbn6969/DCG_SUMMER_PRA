## run.sh

```bash
#!/bin/bash
# OpenROAD 26Q1-2900-gdf79404cd8, Yosys 0.63+post, stock flow scripts
make -C /OpenROAD-flow-scripts/flow DESIGN_CONFIG=/design/flow/config.mk WORK_HOME=/design/flow/orfs finish
```

## config.mk

```make
export PLATFORM = sky130hd
export DESIGN_NAME = Checkdigit
export DESIGN_NICKNAME = Checkdigit
export VERILOG_FILES = /design/flow/design.v
export SDC_FILE = /design/flow/constraint.sdc
export NUM_CORES = 4
export LEC_CHECK = 1
export CORE_AREA = 10 10 92 92
export DIE_AREA = 0 0 102 102
```

## constraint.sdc

```tcl
current_design Checkdigit

set clk_period 8.0
set clk_io_pct 0.2

create_clock -name clk0 -period $clk_period [get_ports {clk}]

set non_clock_inputs [all_inputs -no_clocks]
set_input_delay [expr $clk_period * $clk_io_pct] -clock clk0 $non_clock_inputs
set_output_delay [expr $clk_period * $clk_io_pct] -clock clk0 [all_outputs]
```

## design.v

```verilog
module Checkdigit(
    input wire clk,
    input wire  rst_n,
    input wire  in_valid,
    input wire  [3:0] in_num,
    output reg  out_valid,
    output wire [3:0] out
);
reg[7 : 0] acc;
reg cnt;
wire [3:0] add_a;
wire [3:0] modulo;
wire [3:0] sub;
assign add_a= ( cnt ) ? in_num :              
              ( in_num < 5 ) ? in_num << 1 :  
              ( in_num ==5 ) ? 1 : 
              ( in_num ==6 ) ? 3 :
              ( in_num ==7 ) ? 5 :  
              ( in_num ==8 ) ? 7 : 9;
always @(posedge clk or negedge rst_n) begin   
    if(!rst_n)begin
        cnt <= 0;
    end
    else if(in_valid) begin
        cnt <= cnt + 1 ;
    end
    else cnt <= 0 ;
end
always @(posedge clk or negedge rst_n ) begin  
    if(!rst_n)begin
        acc <= 8'b0 ;
    end
    else if(in_valid)begin
        acc <= acc + add_a ;
    end
    else if ( out_valid ) begin
        acc <= 8'b0 ;
    end 
end
always @(posedge clk or negedge rst_n ) begin  
    if(!rst_n)begin
        out_valid <= 0 ;
    end
    else if ( !in_valid && cnt )
        out_valid <= 1;
    else if ( out_valid )   
        out_valid <= 0 ;
end 
assign modulo = acc % 10 ;
assign sub = 10 - modulo ;
assign out = ( !out_valid ) ? 4'b0 :  
             ( sub == 10 ) ? 15 : sub;
endmodule
```

==> job_summary.md <==
### Metrics collected by this job

| Metric | Value |
|---|---|
| Clock Power Share | `0.075` |
| Core area | `0.00646 mm2` |
| Fraction of registers with async set/reset | `1.00` |
| Post-synth top cells | `nand2_1 (20), nand2b_1 (13), o21ai_0 (11)` |
| Total wire length | `3.41 mm` |
| Hold_buf cts | `0` |
| Worst Hold Class | `flip-flop to flip-flop` |
| Startpoint types | `flip-flop` |
| DR iter-0 viols | `155` |
| Area growth syn-to-layout | `9.11%` |
| Syn_area_per_cell | `7.90 um2` |
| Number of enable flip-flop cells | `0` |
| Placed Area | `0.00171 mm2` |
| Flops after synth | `10` |
| Clk root buf | `clkbuf_8` |
| Clock skew | `0.00225 ns` |
| Setup TNS Final | `0 ns` |
| Fin worst setup slack | `1.33 ns` |
| Number of global-route vias before repair | `1317` |
| Worst path slowest cell | `nor3b_2` |
| Outcome | `finished, final reports clean` |
| Buffers on Ports | `11` |
| Critical Path Sink Type | `output port` |
| Max Clk Rate | `150 MHz` |
| Htree depth | `1` |
| Drt wl/cell | `12.1 um` |
| Logic area | `0.00121 mm2` |
| Fin area | `0.00177 mm2` |
| Design Power | `842 uW` |
| Most common reg cell | `dfrtp_1` |
| OpenROAD warning count | `25` |
| CTS tree | `built` |
| Placed Cells | `277` |
| Slowest Stage Delay on Critical Path | `0.65 ns` |
| Crit share post-route | `0.834` |
| Max-cap viol count | `0` |
| Latency at later pin | `0.23 ns` |
| First-pass GRT wire length | `6.02 mm` |
| Dpl ws | `1.60 ns` |
| CP required | `6.40 ns` |
| Hold Fails Final Rpt | `0` |
| CTS Buf Count | `3` |
| Routed vias/inst | `5.12` |
| Leak | `0.653 nW` |
| WHS | `0.607 ns` |
| Initial Utilization | `0.251` |
| Num rows | `29` |
| Synthesis area per yosys | `0.00162 mm2` |
| Most instantiated library cell after synthesis | `nand2_1` |
| Final Setup Violations | `0` |
| Worst relative slew slack | `0.481` |
| Crit path DAT | `5.07 ns` |
| Detail Placement HPWL | `2.55 mm` |
| Unrepaired setup endpoints after global routing | `false` |
| Post-cts gate resize count | `0` |
| Die x size | `102 um` |
| Filler cell count | `687` |
| Reg2reg end | `acc[7]$_DFFE_PN0P_` |
| PD cells | `476 mW/mm2` |
| Total grt overflow | `0` |
| Die area | `0.0104 mm2` |
| Slew @ Worst Pin | `0.775 ns` |
| Yosys cell count | `205` |
| Combinational share of power | `0.762` |
| End-of-flow core utilization | `0.274` |
| Fin cells | `281` |
| Top cell area share | `0.154` |
| Antenna cell count | `0` |
| Initial antenna violation count | `0` |
| Reg-to-Reg Start | `cnt$_DFF_PN0_` |
| Hold depth | `1` |
| Worst VDD drop | `169 uV` |
| R2R setup slack | `5.56 ns` |
| Post-route ant nets | `0` |
| Worst reg2reg path depth | `11` |
| Synth Warn # | `1` |
| Share of cells above drive strength 1 | `0.108` |
| Die Y | `102 um` |
| Cell Type Count | `66` |
| Pins Over Slew Limit | `0` |
| Hold Startpoint | `cnt$_DFF_PN0_` |
| Crit path time final | `6.67 ns` |
| Clock Pin Slew Worst Setup and Hold Paths | `0.05 ns` |
| Area leader, netlist | `dfrtp_1` |
| Switching power of the nets | `427 uW` |
| Num ports | `12` |
| Hold Path Sink | `cnt$_DFF_PN0_` |
| Residual DRC | `0` |
| Flop area | `250 um2` |
| Largest net degree at the start of global routing | `21` |
| Crit-path cells | `nor2_4 > inv_1 > ha_1 > nor2b_1 > nand2_1 > a32o_1 > a31oi_1 > o21ai_2 > nor3b_2 > mux2i_1 > o21ai_1 > o31ai_1 > nand2_1 > ha_1 > nor3_1 > nand3b_1 > a311o_1 > o211ai_2 > clkdlybuf4s50_1` |
| Share of power burned in registers | `0.163` |
| GPL Wtd Cong | `0.851` |
| All-Layer GR Usage | `0.0663` |
| Setup Crit Path Kind | `flip-flop to output port` |
| Sink Count | `10` |
| Cell internal pwr | `415 uW` |
| Crit path max fanout | `19` |
| Total number of vias | `1438` |
| Netlist area before placement | `0.00162 mm2` |
| Post-CTS Setup Bufs | `0` |
| Drt pass-1 iters | `4` |
| Largest cells by area | `dfrtp_1 (15%), nand2b_1 (5.0%), ha_1 (4.6%), nand2_1 (4.6%), buf_6 (4.2%)` |
| Clk buf depth | `2` |
| Sequential-to-total area share from yosys stat | `0.154` |
| Synthesized instance count | `205` |
| Switching Fraction | `0.507` |
-- logic make-up (layout without fill, tap and decap cells) --
kind of cell    count (synthesis)  in the layout  share of synthesized area
buf+inv                        27             26                     0.0958
mux                             5              5                     0.0317
flops                          10             10                      0.154
xor+xnor                        6              6                     0.0556
compound gates                 66             66                      0.297
simple gates                   84             84                      0.307
fa+ha+maj                       7              7                     0.0587
-- registers in the layout, summed over array words and instances (netlist names) --
| name | count |
|---|---|
| out_valid | 1 |
| cnt | 1 |
| acc | 8 |
-- worst max-delay path: cells and delay by family (launching register included) --
kind	cells	cell delay, ns
adder cells (fa/ha/maj)	2	0.55
multiplexers	1	0.26
buffers and inverters	2	0.54
AND-OR/OR-AND	7	1.19
flip-flops	1	0.60
AND/OR/NAND/NOR	7	1.69
-- how the worst max path moves through the flow --
stage                 slack, ns          startpoint  cells after the start      to
final                      1.33  acc[6]$_DFFE_PN0P_                     19  out[2]
after global routing       0.93  acc[6]$_DFFE_PN0P_                     19  out[2]
after CTS                  1.34  acc[6]$_DFFE_PN0P_                     19  out[2]
-- layout by cell type, fill, tap and decap left out, drive strengths merged, types with 3 or more instances in the layout --
master,count
clkdlybuf4s50,11
nor3,5
nand2,20
clkbuf,4
o22ai,4
o21ai,16
a211oi,3
xnor2,5
mux2i,4
a31oi,4
nand3,6
a21oi,9
dfrtp,10
ha,6
nand2b,15
nor2b,8
nand4b,4
inv,11
nand3b,3
o211ai,3
a21o,4
nor2,11
o31ai,5
-- metal layers --
layer  global-route usage  part of all wire  vias to the layer above
met4              0.00976            0.0062                        0
li1                     -                 -                      760
met1               0.0962              0.51                      643
met3              0.00886             0.034                        2
met2                0.105              0.45                       33
met5                    0                 0                        -
-- power groups by stage --
stage                 registers (mW)  clock network (mW)  logic, mW
after CTS                      0.136              0.0647      0.643
after global routing           0.146              0.0677      0.714
final                          0.137              0.0634      0.642
-- final cells by class --
type / count / area share
Multi-Input combinational cell: 168 / 0.687
Sequential cell: 10 / 0.142
Timing Repair Buffer: 11 / 0.0623
Tap cell: 77 / 0.0545
Clock buffer: 4 / 0.0311
Inverter: 11 / 0.0234
Power figures rest on the tool's default switching activity, not on a simulated workload.
