**flow/run.sh**
```bash
#!/bin/bash
# OpenROAD 26Q1-2900-gdf79404cd8, Yosys 0.63+post, stock flow scripts
make -C /OpenROAD-flow-scripts/flow DESIGN_CONFIG=/design/flow/config.mk WORK_HOME=/design/flow/orfs finish
```
**flow/config.mk**
```make
export PLATFORM = sky130hd
export DESIGN_NAME = CN
export DESIGN_NICKNAME = CN
export VERILOG_FILES = /design/flow/design.v
export SDC_FILE = /design/flow/constraint.sdc
export NUM_CORES = 4
export LEC_CHECK = 1
export CORE_UTILIZATION = 50
```
**flow/constraint.sdc**
```tcl
current_design CN

set clk_period 25.6
set clk_io_pct 0.2

create_clock -name clk0 -period $clk_period

set non_clock_inputs [all_inputs -no_clocks]
set_input_delay [expr $clk_period * $clk_io_pct] -clock clk0 $non_clock_inputs
set_output_delay [expr $clk_period * $clk_io_pct] -clock clk0 [all_outputs]
```
**flow/design.v**
```verilog
module CN (
    input wire [4:0] opcode,
    input wire [3:0] in_n0,
    input wire [3:0] in_n1,
    input wire [3:0] in_n2,
    input wire [3:0] in_n3,
    input wire [3:0] in_n4,
    input wire [3:0] in_n5,
    output reg [8:0] out_n,   
);
wire [3:0] value_0;
wire [3:0] value_1;
wire [3:0] value_2;
wire [3:0] value_3;
wire [3:0] value_4;
wire [3:0] value_5;
wire [3:0] sort[11:0][5:0];  
reg [3:0] num[5:0];
 register reg_copy_0 ( .address(in_n0), .value ( value_0 ) ); 
 register reg_copy_1 ( .address(in_n1), .value ( value_1 ));
 register reg_copy_2 ( .address(in_n2), .value ( value_2 ));
 register reg_copy_3 ( .address(in_n3), .value ( value_3 ));
 register reg_copy_4 ( .address(in_n4), .value ( value_4 ));
 register reg_copy_5 ( .address(in_n5), .value ( value_5 ));
assign sort[0][0] = ( value_0 > value_1 ) ? value_0 : value_1;
assign sort[0][1] = ( value_0 > value_1 ) ? value_1 : value_0;
assign sort[0][2] = value_2;
assign sort[0][3] = value_3;
assign sort[0][4] = value_4;
assign sort[0][5] = value_5;
assign sort[1][0] = sort[0][0];
assign sort[1][1] = sort[0][1];
assign sort[1][2] = ( sort[0][2] > sort[0][3] ) ? sort[0][2] : sort[0][3];
assign sort[1][3] = ( sort[0][2] > sort[0][3] ) ? sort[0][3] : sort[0][2];
assign sort[1][4] = sort[0][4];
assign sort[1][5] = sort[0][5];
assign sort[2][0] = sort[1][0];
assign sort[2][1] = sort[1][1];
assign sort[2][2] = sort[1][2];
assign sort[2][3] = sort[1][3];
assign sort[2][4] = ( sort[1][4] > sort[1][5] ) ? sort[1][4] : sort[1][5];
assign sort[2][5] = ( sort[1][4] > sort[1][5] ) ? sort[1][5] : sort[1][4];
assign sort[3][0] = ( sort[2][0] > sort[2][2] ) ? sort[2][0] : sort[2][2];
assign sort[3][1] = sort[2][1];
assign sort[3][2] = ( sort[2][0] > sort[2][2] ) ? sort[2][2] : sort[2][0];
assign sort[3][3] = sort[2][3];
assign sort[3][4] = sort[2][4];
assign sort[3][5] = sort[2][5];
assign sort[4][0] = sort[3][0];
assign sort[4][1] = sort[3][1];
assign sort[4][2] = sort[3][2];
assign sort[4][3] = ( sort[3][3] > sort[3][5] ) ? sort[3][3] : sort[3][5];
assign sort[4][4] = sort[3][4];
assign sort[4][5] = ( sort[3][3] > sort[3][5] ) ? sort[3][5] : sort[3][3];
assign sort[5][0] = ( sort[4][0] > sort[4][4] ) ? sort[4][0] : sort[4][4];
assign sort[5][1] = sort[4][1];
assign sort[5][2] = sort[4][2];
assign sort[5][3] = sort[4][3];
assign sort[5][4] = ( sort[4][0] > sort[4][4] ) ? sort[4][4] : sort[4][0];
assign sort[5][5] = sort[4][5];
assign sort[6][0] = sort[5][0];
assign sort[6][1] = ( sort[5][1] > sort[5][5] ) ? sort[5][1] : sort[5][5];
assign sort[6][2] = sort[5][2];
assign sort[6][3] = sort[5][3];
assign sort[6][4] = sort[5][4];
assign sort[6][5] = ( sort[5][1] > sort[5][5] ) ? sort[5][5] : sort[5][1];
assign sort[7][0] = sort[6][0];
assign sort[7][1] = ( sort[6][1] > sort[6][2] ) ? sort[6][1] : sort[6][2];
assign sort[7][2] = ( sort[6][1] > sort[6][2] ) ? sort[6][2] : sort[6][1];
assign sort[7][3] = sort[6][3];
assign sort[7][4] = sort[6][4];
assign sort[7][5] = sort[6][5];
assign sort[8][0] = sort[7][0];
assign sort[8][1] = sort[7][1];
assign sort[8][2] = sort[7][2];
assign sort[8][3] = ( sort[7][3] > sort[7][4] ) ? sort[7][3] : sort[7][4];
assign sort[8][4] = ( sort[7][3] > sort[7][4] ) ? sort[7][4] : sort[7][3];
assign sort[8][5] = sort[7][5];
assign sort[9][0] = sort[8][0];
assign sort[9][1] = ( sort[8][1] > sort[8][3] ) ? sort[8][1] : sort[8][3];
assign sort[9][2] = sort[8][2];
assign sort[9][3] = ( sort[8][1] > sort[8][3] ) ? sort[8][3] : sort[8][1];
assign sort[9][4] = sort[8][4];
assign sort[9][5] = sort[8][5];
assign sort[10][0] = sort[9][0];
assign sort[10][1] = sort[9][1];
assign sort[10][2] = ( sort[9][2] > sort[9][4] ) ? sort[9][2] : sort[9][4];
assign sort[10][3] = sort[9][3];
assign sort[10][4] = ( sort[9][2] > sort[9][4] ) ? sort[9][4] : sort[9][2];
assign sort[10][5] = sort[9][5];
assign sort[11][0] = sort[10][0];
assign sort[11][1] = sort[10][1];
assign sort[11][2] = ( sort[10][2] > sort[10][3] ) ? sort[10][2] : sort[10][3];
assign sort[11][3] = ( sort[10][2] > sort[10][3] ) ? sort[10][3] : sort[10][2];
assign sort[11][4] = sort[10][4];
assign sort[11][5] = sort[10][5];
always @(*) begin
    case(opcode[4:3])
        2'b00:begin          
            num[0]=value_0;
            num[1]=value_1;
            num[2]=value_2;
            num[3]=value_3;
            num[4]=value_4;
            num[5]=value_5;
        end
        2'b01:begin          
            num[0]=value_5;
            num[1]=value_4;
            num[2]=value_3;
            num[3]=value_2;
            num[4]=value_1;
            num[5]=value_0;
        end        
        2'b10:begin         
            num[0]=sort[11][0];
            num[1]=sort[11][1];
            num[2]=sort[11][2];
            num[3]=sort[11][3];
            num[4]=sort[11][4];
            num[5]=sort[11][5];
        end
        2'b11:begin        
            num[0]=sort[11][5];
            num[1]=sort[11][4];
            num[2]=sort[11][3];
            num[3]=sort[11][2];
            num[4]=sort[11][1];
            num[5]=sort[11][0];
        end
    endcase   
end
always @(*) begin
    case(opcode[2:0])
            3'b000: out_n = num[2] - num[1];
            3'b001: out_n = num[0] + num[3];
            3'b010: out_n = (num[3] * num[4]) >> 1;
            3'b011: out_n = num[1] + ( num[5] << 1 );
            3'b100: out_n = num[1] & num[2];
            3'b101: out_n = ~num[0];
            3'b110: out_n = num[3] ^ num[4];
            3'b111: out_n = num[1] << 1;
       endcase
end
endmodule
module register(
    input  [3:0] address,
    output [4:0] value,
);
always @(*) begin
    case(address)
    4'b0000:value = 5'd9;
    4'b0001:value = 5'd27;
    4'b0010:value = 5'd30;
    4'b0011:value = 5'd3;
    4'b0100:value = 5'd11;
    4'b0101:value = 5'd8;
    4'b0110:value = 5'd26;
    4'b0111:value = 5'd17;
    4'b1000:value = 5'd3;
    4'b1001:value = 5'd12;
    4'b1010:value = 5'd1;
    4'b1011:value = 5'd10;
    4'b1100:value = 5'd15;
    4'b1101:value = 5'd5;
    4'b1110:value = 5'd23;
    4'b1111:value = 5'd20;
    endcase
end
endmodule
```
==> results.txt <==
State of the implementation.

- The flow ran to the end, and the final reports show no timing, DRC or antenna violations.
- The number of warnings printed during yosys synthesis is 25, for reference.
- For this sky-water flow run, the detailed-routed wirelength per cell is reported as between 15 and 20 microns.
- Cells fill a little under three fifths of the core in the end.
- The core region area is about 11000 sq um, for reference.
- Counting only logic cells after layout, the most numerous master is ha_1.
- The first global-routing pass estimated about 25 mm of wire.
- The share of cells above drive strength 1 is 10.9%, for reference.
- The multi-input combinational cells in the finished layout cover a total of 5260 sq um.
- Based on the critical path, the design can be clocked at up to roughly 41 MHz.
- The flip-flop and latch area is 0 sq um, for reference.
- According to the floorplan report, the die height is approximately 110 microns.
- The area fraction in mux cells is between 20% and 30%, for reference.
- The largest incremental delay on the critical path is 550 ps, for reference.
- Summed over all nets, wire length on met3 after detailed routing comes to 564 microns.
- After the flow finishes, the layout carries non-filler instances totaling roughly 860.
- The tool warning count for the run is 61.
- The antenna diode count is 0, for reference.
- The wire length the detailed router placed on met1 is 7.92 mm, for reference.
- The first detailed-routing pass took 4 iterations.
- In this run, the number of DRC markers left after iteration 0 of detailed routing was between 300 and 400.
- There are 0 flip-flops and latches.
- The routed wire length is between 15 and 20 mm, for reference.
- The relative slew slack is around two fifths, for reference.
- Summed over its instances, the top area cell type makes up 21.9% of the synthesized netlist area.
- The worst setup path is launched from an input pin.
- The final worst-path setup slack is approximately 1100 ps, for reference.
- The number of distinct library cells after synthesis is between 80 and 90, for reference.
- In the routed layout, each cell is associated on average with a via count of between 6 and 7.
- The average size of a mapped cell is approximately 8 sq um, for reference.
- The final number of setup-violating endpoints is 0, for reference.
- The type recorded for the worst min-delay path is in2out.
- The transition at the pin with the smallest max-transition slack is ~860 ps, for reference.
- The simple-gate area share of the yosys netlist is ~15%, for reference.
- On the critical path the data arrives at roughly 19000 ps.
- The critical setup path kind is in2out, for reference.
- After synthesis, the cell types taking the most area are ha_1 (22%), mux2i_1 (9.7%), mux4_2 (6.0%), inv_1 (4.8%), mux2_2 (3.6%).
- Sorting the Yosys area breakdown by cell type puts at the top ha_1.
- In this run the top signal layer used is met4.
- The chip area estimate from yosys synthesis is around 5600 sq um, for reference.
- The post-synthesis share of cell area spent on and-or and or-and gates is 28.4%, for reference.
- After floorplanning, the die was sized to cover 11700 sq um.
- The final timing report lists a max-slew violation count of 0.
- The starting density of the core is between 50 and 60%, for reference.
- On the critical path the largest part of the delay comes from AND-OR/OR-AND gates.
- The layout has 0 clock buffers.
- The number of hold-slack violations in the final timing report is 0, for reference.
- The number of antenna violations at the first check in global routing was 0.
- The number of cells in Yosys stat is roughly 710, for reference.
- For the worst setup path, the data required time is just over 20000 ps.
- The detailed placer reported the number of placed instances as approximately 860.
- Looking at the critical path, the single cell with the biggest stage delay is fa_1.
- The number of maximum-capacitance violations recorded for the run is 0.
- The report lists the number of standard-cell rows as 38.
- The number of global-route vias before repair came to ~4800.
- The area growth from synthesis to final layout is 8.93%, for reference.
- Summing the sequential cell areas from Yosys gives 0% of the chip area.
- In the synthesized netlist, the dominant kind of combinational cell is AND-OR/OR-AND gates.
- The overflow left after global routing is 0, for reference.
- The final layout report lists a filler cell count of between 1000 and 1500.
- The port buffer count is 38, for reference.
- The number of buffers and inverters on the critical path is 8.
- The worst setup path is captured at a primary output.
- The final timing report derives a shortest allowable period of approximately 24000 ps.
- The number of nets with antenna violations after routing is 0, for reference.
- In this run, the synthesized area fraction spent on xor and xnor cells is recorded as between 2 and 2.5%.
- Of all nets on the critical path, the largest fanout is 16.
- The hold-fix buffer count after cts is 0, for reference.
- Summing over every cut layer, the via total after detailed routing is 5307.
- The final weighted congestion recorded by global placement is 0.949.
- The routed length on met2 is just under 7 mm, for reference.
- The cell area after technology mapping is about 5600 sq um, for reference.
- Global routing used between 20% and 30% of the available tracks.
- The final critical path takes up approximately 96% of the cycle.
- The library cells used most frequently in the layout, excluding fill and tap cells, are ha_1 (99), inv_1 (72), mux2i_1 (55).
- The pre-CTS setup slack is around 620 ps, for reference.
- The die outline width is between 100 and 150 microns, for reference.
- The maximum number of pins on one net before global-route repair is about 40, for reference.
- Once detailed placement completed, the half-perimeter wirelength came to roughly 13 mm.
- The count of mapped cells out of synthesis is around 710, for reference.
- During I/O placement, the number of pins put on the boundary was 38.
- The routed layout reports a DRC error count of 0.
- The area fraction in full adders, half adders and majority gates is about a quarter, for reference.
[kinds of logic after synthesis]
logic type | after synthesis
buffers and inverters | 104
XOR/XNOR | 15
multiplexers | 95
adder cells (fa/ha/maj) | 110
AND/OR/NAND/NOR | 166
AND-OR/OR-AND | 217
[path summary, 6_finish.rpt]
| check | start | end | slack, ps | cells past startpoint |
|---|---|---|---|---|
| worst max-delay path | in_n5[0] | out_n[3] | 1110 | 62 |
| worst min-delay path | opcode[4] | out_n[3] | 11580 | 5 |
[area by class of cell]
type	instances	area share, %
Multi-Input combinational cell	603	85.4
Inverter	73	4.45
Timing Repair Buffer	47	7.28
Tap cell	140	2.85
[metrics by stage]
| stage | cell area (sq um) | setup TNS, ps | hold slack [ps] |
|---|---|---|---|
| 6_report | 6150 | 0 | 11580 |
| 5_1_grt | 6150 | -14.0 | 11660 |
| 4_1_cts | 6090 | 0 | 11590 |
| 3_5_place_dp | 6090 | 0 | 11590 |
| 3_3_place_gp | 6090 | 0 | 11580 |
| 2_1_floorplan | 5650 | 0 | 10390 |
[synthesized netlist by cell type, drive strengths merged (6+ instances only)]
master,count
nor3b,6
fa,7
nor2b,11
a31oi,8
or3,7
nor2,49
o21ai,44
nand2b,11
ha,99
a21oi,39
mux2i,55
o211ai,11
o31ai,8
nor3,6
a211oi,14
xor2,7
inv,72
nand3,9
xnor2,8
nand2,41
mux2,22
mux4,18
o21a,15
buf,15
clkbuf,16
or2,8
a21o,15
[per-layer routing]
layer,GRT usage (%),vias to the layer above
li1,-,2698
met1,44.0,2496
met2,44.8,105
met3,1.66,8
met4,2.32,0
met5,0,-
[what timing repair did]
item	in CTS	in global routing
gates resized	0	5
endpoints found under the setup margin	0	5
buffers inserted	0	5
